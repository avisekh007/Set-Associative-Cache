`run.sh`:
```
#!/bin/bash
# OpenROAD 26Q1-2900-gdf79404cd8, Yosys 0.63+post, stock flow scripts
make -C /OpenROAD-flow-scripts/flow DESIGN_CONFIG=/design/flow/config.mk WORK_HOME=/design/flow/orfs finish
```
`config.mk`:
```
export PLATFORM = sky130hd
export DESIGN_NAME = cache
export DESIGN_NICKNAME = cache
export VERILOG_FILES = /design/flow/design.v
export SDC_FILE = /design/flow/constraint.sdc
export NUM_CORES = 4
export LEC_CHECK = 1
export CORE_UTILIZATION = 50
```
`constraint.sdc`:
```
current_design cache

set clk_period 19.7
set clk_io_pct 0.2

create_clock -name clk0 -period $clk_period [get_ports {clk}]

set non_clock_inputs [all_inputs -no_clocks]
set_input_delay [expr $clk_period * $clk_io_pct] -clock clk0 $non_clock_inputs
set_output_delay [expr $clk_period * $clk_io_pct] -clock clk0 [all_outputs]
```
`design.v`:
```
`timescale 1ns / 1ps
module Mem(
    input [31:0] wdata,
    input [5:0]  raddr, waddr,
    input clk, CS, reset, RW,
    output [127:0] rdata
    );
	 integer i;
    reg [31:0] mem [0:63];
    assign rdata = {mem[raddr], mem[raddr+1], mem[raddr+2], mem[raddr+3]};
    always @(posedge clk) 
    begin 
      if (CS && reset) 
        for (i=0; i<64; i=i+1)
          mem[i] = 0;
      else if (CS && RW)
        mem[waddr] = wdata; 
    end
endmodule
`timescale 1ns / 1ps
module cache(
    input [5:0]    addr, waddr, 
	 input          clk, RW, CS, reset, start,
	 input [31:0]   wdata,
    output [31:0]  data,
	 output         STALL
    );
	 wire [127:0]  rdata;
	 wire [5:0]   raddr;
	 wire [1:0]   state;
	 Mem M (
		.wdata(wdata), 
		.raddr(raddr), 
		.waddr(waddr), 
		.clk(clk), 
		.CS(CS), 
		.reset(reset), 
		.RW(RW), 
		.rdata(rdata)
	 );
	 cache_datapath DT (
		.addr(addr), 
		.rdata(rdata), 
		.state(state), 
		.clk(clk),		
		.data(data), 
		.hit(hit),
		.raddr(raddr), 
		.STALL(STALL)
	);	
	cache_controller C (
		.clk(clk), 
		.reset(reset), 
		.start(start), 
		.hit(hit), 
		.state(state)
	);
endmodule
`timescale 1ns / 1ps
module cache_controller(
    input clk, reset, start, hit,
	 output reg [1:0] state
    );
	 reg [1:0] next_state;
	 parameter reset_state = 2'b00,
	           wait_state  = 2'b01,
				  fetch_state = 2'b11;
	 always @(posedge clk, negedge reset)
	 begin
		if (~reset)
			state <= reset_state;
		else
			state <= next_state;
	 end
	 always @(state, start, hit )
	 begin
	 next_state = state;
		case(state)
			reset_state : if(start) next_state = wait_state;
	      wait_state  : if(!hit) next_state = fetch_state;
		   fetch_state :  next_state = wait_state;
			default     : next_state = state;
		endcase
	 end
endmodule
`timescale 1ns / 1ps
module cache_datapath(
    input [5:0]       addr, 
	 input             clk,
	 input [127:0]     rdata,
	 input [1:0]       state,
	 output reg [5:0]  raddr,
    output [31:0]     data,
	 output            hit,
	 output reg        STALL
    );
	 parameter null = 2'b00;
	 reg [127:0]   cache_w1 [0:3], cache_w2 [0:3];    
	 reg [1:0]     tag_w1 [0:3], tag_w2 [0:3]; 
	 reg           way [0:3];
	 wire [1:0]    index, offset, tag;
	 reg [31:0]    data_w1, data_w2;
	 wire [127:0]  row_cache_w1, row_cache_w2;
	 wire          sel;
	 wire          z1, z2;
	 parameter reset_state = 2'b00,
	           wait_state  = 2'b01,
				  fetch_state = 2'b11;
	 assign tag    = addr[5:4],
		     index  = addr[3:2],
		     offset = addr[1:0];
	 assign row_cache_w1 = cache_w1[index],
           row_cache_w2 = cache_w2[index];
	 integer k;
	 always @(posedge clk)
	 begin
	 STALL <= !hit;
		case(state)
		reset_state : for (k=0 ; k<4 ; k=k+1)
		              begin
							cache_w1[k] <= 128'b0;
							cache_w2[k] <= 128'b0;
							tag_w1[k]   <= 2'b11;
							tag_w2[k]   <= 2'b11;
							way[k]      <= 1'b1;
		              end
		wait_state : begin
					    case (offset)
		             2'b00 : begin data_w1 <= row_cache_w1[127:96]; data_w2 <= row_cache_w2[127:96]; end
		             2'b01 : begin data_w1 <= row_cache_w1[95:64];  data_w2 <= row_cache_w2[95:64];  end
		             2'b10 : begin data_w1 <= row_cache_w1[63:32];  data_w2 <= row_cache_w2[63:32];  end
		             2'b11 : begin data_w1 <= row_cache_w1[31:0];   data_w2 <= row_cache_w2[31:0];   end
	                endcase
	                end
		fetch_state : begin
		              if (way[index])
		              begin	  
							cache_w1[index] <= rdata;
							tag_w1[index]   <= tag;
		              end
		              else if (!way[index])
		              begin
							cache_w2[index] <= rdata;
							tag_w2[index]   <= tag;
		              end
						  way[index] <= !(way[index]);
						  end
		endcase
	 end
	 always @(*)
			raddr <= {tag, index, null};
	 assign z1 = (tag == tag_w1[index])? 1'b1 : 1'b0,
	        z2 = (tag == tag_w2[index])? 1'b1 : 1'b0,
	        hit = z1 || z2,
	        sel = z1 && !z2;
	 assign data = sel ? data_w1 : data_w2;	    
endmodule
```
==> ci_impl_report.md <==
### Metrics collected by this job

| Metric | Value |
|---|---|
| M1 WL | 125,500 µm |
| Die Area | 0.2806 mm² |
| Maximum VDD drop | 0.07130 mV |
| Final WL | 399,400 µm |
| Max layer used | met5 |
| Die H | 529.8 µm |
| Worst skew pair latency | 0.91 ns |
| Initial DRC Count | 4,294 |
| CTS Hold Bufs | 0 |
| Die W | 529.8 µm |
| Layout fillers | 20,490 |
| CTS tree | built |
| Xor/xnor share | 0.0003594 |
| Cell area after synthesis | 0.1393 mm² |
| Layout area overhead | 11.49% |
| Port bufs | 81 |
| Fraction of layout instances using a drive strength above 1 | 0.2090 |
| Synth async-reset ratio | 0.0009494 |
| WP data required | 15.76 ns |
| Drt wl/cell | 32.13 µm |
| Final setup viols | 0 |
| Simple-gate share of the synthesized area | 0.1240 |
| Via/cell ratio | 5.866 |
| Slowest stage cell, crit path | buf_4 |
| DR pass1 iterations | 5 |
| Crit path DAT | 8.00 ns |
| Normalized max-slew margin | 0.2793 |
| Multiplexer share | 0.1675 |
| Hold WS | 0.4773 ns |
| Vias in the first global route | 79,290 |
| Post-cts sizing count | 0 |
| Vias | 72,930 |
| Total Routing Usage GR | 0.3268 |
| Top FF cell, synth | edfxtp_1 |
| Metal2 WL | 186,000 µm |
| Slew Limit Fails | 0 |
| CTS Buffer Depth | 4 |
| Storage cell area | 0.09484 mm² |
| Dpl hpwl | 224,300 µm |
| Slowest stage delay, CP | 0.64 ns |
| Tcrit/Tclk final | 0.6059 |
| Clock Pin Slew Worst Setup and Hold Paths | 0.06 ns |
| Most used cell, CP | buf_4 |
| Ys Warns | 4 |
| Hold Path Stages | 1 |
| RSZ-0062 raised after global routing | no |
| Setup Buffers After CTS | 0 |
| CP max FO | 49 |
| GPL Wtd Cong | 0.8488 |
| Flip-flops with a built-in enable | 3,153 |
| Yosys Chip Area | 0.1393 mm² |
| Antenna violations before repair | 16 |
| Post-DRT Antenna Nets | 0 |
| First-pass GRT wire length | 571,300 µm |
| WL met3 | 74,670 µm |
| Outcome | complete, no violations |
| Yosys reg bits | 3,160 |
| Yosys stat cell total | 8,495 |
| Ports | 82 |
| Worst setup EP type | output pin |
| CTS buffer count | 335 |
| Gate Area | 0.04214 mm² |
| Worst-margin pin slew | 1.051 ns |
| Main kind of combinational logic by area | multiplexers |
| Tool warning count | 26 |
| Register share after synthesis | 0.6810 |
| Crit path time final | 11.94 ns |
| Mapped Avg Cell Area | 16.39 µm² |
| Yosys aoi share | 0.003118 |
| Hold Crit Class | flop to flop |
| Adder Area Share | 0 |
| CTS sink cnt | 3,160 |
| DR DRC count | 0 |
| Clk_skew | 0.03542 ns |
| Crit path kind | primary input to output pin |
| Setup_tns | 0 ns |
| Root Driver | clkbuf_16 |
| Gr ovfl total | 0 |
| Worst path cell trace | buf_16 -> buf_4 -> buf_4 -> mux4_2 -> xnor2_2 -> o211ai_4 -> buf_4 -> mux2_4 -> clkdlybuf4s50_1 |
| Max-cap check violation count | 0 |
| Worst setup SP type | primary input |
| Max frequency | 83.78 MHz |
| Core Footprint | 0.2767 mm² |
| Static Leak | 51.50 nW |
| Pwr per Cell Area | 97.83 mW/mm² |
| Depth of the CTS H-tree | 5 |
| Final hold violations | 0 |
| Largest net degree at the start of global routing | 77 |
| # rows | 193 |
| Dominant logic cell type in the layout | edfxtp_1 |
| Pre-Place Util | 0.5032 |
| Top Layout Cells | edfxtp_1, and2_1, nor2_1 |
| Worst r2r path cells | 7 |
| Cell count after synthesis | 8,495 |
| Unique cell types | 39 |
==> Yosys cell counts, drive strengths merged, types with 3 or more instances <==
master / count / share of area
o31ai: 11 / 0.00059
nand2b: 7 / 0.00031
mux4: 837 / 0.14
nor2b: 3 / 0.00013
o31a: 3 / 0.00019
inv: 7 / 0.00019
dfxtp: 4 / 0.00058
edfxtp: 3153 / 0.68
and2: 2049 / 0.092
buf: 172 / 0.0071
nor2: 1082 / 0.029
nand2: 38 / 0.0010
mux2: 160 / 0.014
o21ai: 55 / 0.0020
nor3: 11 / 0.00040
nand3: 5 / 0.00018
mux2i: 256 / 0.018
clkbuf: 618 / 0.017
==> cell type report <==
class                           instances  area share
Timing Repair Buffer                  408     0.02095
Clock inverter                        169    0.009107
Antenna cell                           12   0.0001934
Inverter                                7   0.0001692
Clock buffer                          433     0.05745
Sequential cell                      3160      0.6109
Tap cell                             3705     0.02986
Multi-Input combinational cell       4538      0.2714
==> stage by stage <==
stage          worst slack [ns]  area [µm²]    util  total power, mW  std cells
2_1_floorplan             4.663      139300       -            8.698       8495
3_3_place_gp              7.574      144900  0.5236            9.277      11820
3_5_place_dp              7.574      144900  0.5236            9.303      11820
4_1_cts                   7.572      155200  0.5609            15.29      12420
5_1_grt                   7.419      155200  0.5610            15.65      12420
6_report                  7.764      155300  0.5610            15.19      12430
==> state kept, by name, indices dropped and copies added, names as in the netlist, 4 cells and up <==
signal       flops
DT.cache_w2    512
DT.tag_w2        8
DT.tag_w1        8
M.mem         2048
DT.way           4
DT.data_w2      32
DT.cache_w1    512
DT.data_w1      32
==> final timing paths <==
kind / endpoint / start / slack, ns
hold reg to reg: DT.way[2] / DT.way[2] / 0.48
hold / removal: DT.way[2] / DT.way[2] / 0.48
max in group asynchronous: C.state[0] / reset / 15.98
setup reg to reg: DT.cache_w1[3][110] / DT.way[3] / 15.52
setup / recovery: data[16] / addr[2] / 7.76
min in group asynchronous: C.state[1] / reset / 3.42
==> cells by family (layout without fill, tap and decap cells) <==
kind of cell,count (synthesis),count (layout)
xor gates and xnor gates,4,4
buffers and inverters,797,1017
muxes,1253,1253
other,0,12
AOI/OAI and AO/OA,74,74
and+or+nand+nor,3207,3207
DFF,3160,3160
==> per-layer routing <==
metal / vias to the layer above / GRT usage
li1: 31340 / -
met1: 36270 / 0.4094
met2: 4661 / 0.4614
met3: 638 / 0.2607
met4: 10 / 0.08117
met5: - / 0.009060
==> power breakdown <==
part	switching, mW	internal (mW)	total (mW)
clock	2.60	3.43	6.04
sequential	0.0928	7.74	7.83
combinational	0.883	0.438	1.32
total	3.58	11.6	15.2
==> worst max-delay path: cells and delay by family <==
kind	cells	cell delay, ns
xor gates and xnor gates	1	0.19
buffers and inverters	5	2.47
muxes	2	0.96
AOI/OAI and AO/OA	1	0.30
Power figures rest on the tool's default switching activity, not on a simulated workload.
